==> ./design.v <==
`timescale 1ns / 1ps
module ConsoleDriver(
    input [7:0] data,
    input [10:0] x,
    input [10:0] y,
    input vgaClock,
    output [15:0] memAddr,
    output readClock,
	 output [8:0] pixelData
    );
	 reg [7:0]mem=0;
	 reg [3:0] state=2;	 
	 reg [8:0]_pixelData=0;
	 assign memAddr[13] = (state == 1);
	 assign memAddr[12:0] = state == 0 ? x/8 + 80*(y/10): data + y - (y/10)*10   ;
	 assign readClock = (state == 0 || state == 1) && vgaClock;
	 assign pixelData = _pixelData;
	 always@(posedge vgaClock) begin
		if (state == 2) begin
			if (data[x/8]) begin
				_pixelData <= 9'b1;
			end
			else begin
				_pixelData <= 9'b0;
			end
		end
	 end
	 always@ (negedge vgaClock)begin
	 if (state == 2) begin
			state <= 0;
		end
		else begin
		state <= state +1;
		end
	 end
endmodule
==> ./run.sh <==
#!/bin/bash
# OpenROAD 26Q1-2900-gdf79404cd8, Yosys 0.63+post, stock flow scripts
make -C /OpenROAD-flow-scripts/flow DESIGN_CONFIG=/design/flow/config.mk WORK_HOME=/design/flow/orfs finish
==> ./config.mk <==
export PLATFORM = sky130hd
export DESIGN_NAME = ConsoleDriver
export DESIGN_NICKNAME = ConsoleDriver
export VERILOG_FILES = /design/flow/design.v
export SDC_FILE = /design/flow/constraint.sdc
export NUM_CORES = 4
export LEC_CHECK = 1
export CORE_UTILIZATION = 40
==> ./constraint.sdc <==
current_design ConsoleDriver

set clk_period 15.6
set clk_io_pct 0.2

create_clock -name clk0 -period $clk_period [get_ports {vgaClock}]

set non_clock_inputs [all_inputs -no_clocks]
set_input_delay [expr $clk_period * $clk_io_pct] -clock clk0 $non_clock_inputs
set_output_delay [expr $clk_period * $clk_io_pct] -clock clk0 [all_outputs]
==> results_tabular.tex <==
% Table of physical implementation metrics
\begin{tabular}{lr}
\hline
Metric & Value \\
\hline
\multicolumn{2}{l}{\textbf{Status}} \\
\quad Status & completed \\
\multicolumn{2}{l}{\textbf{Setup path}} \\
\quad Critical path capture point type & output pin \\
\quad Most frequent CP cell & sky130\_fd\_sc\_hd\_\_ha\_1 \\
\quad Max stage delay on crit path & 0.57 ns \\
\quad Kind of launch point of the worst setup path & input pin \\
\quad Required time reported for the critical path endpoint & 12.48 ns \\
\quad Crit Path Class & input pin to output pin \\
\quad Worst Path Arrival & 11.91 ns \\
\quad Peak fanout along the critical path & 7 \\
\quad Cell with the largest stage delay on the worst path & sky130\_fd\_sc\_hd\_\_fa\_2 \\
\multicolumn{2}{l}{\textbf{Final timing}} \\
\quad Final setup TNS & 0 ns \\
\quad Minimum clock period after layout & 15.03 ns \\
\quad Share of the cycle needed by the critical path after routing & 96.3\% \\
\quad Hold Worst Slack & 0.453 ns \\
\quad Number of max-slew violations in the final report & 0 \\
\quad Slew @ Worst Pin & 0.747 ns \\
\quad Final tally of hold violations & 0 \\
\quad Final setup violation count & 0 \\
\quad Normalized max-slew margin & 50.1\% \\
\quad Achievable clock frequency & 66.5 MHz \\
\quad Fin Clk Skew & 0.0627 ns \\
\multicolumn{2}{l}{\textbf{Final layout}} \\
\quad Summed area of non-filler cells in the final layout & 4270 µm² \\
\quad Area Overhead vs Synth & 26.1\% \\
\quad Fraction of final layout cells with drive strength greater than 1 & 18.7\% \\
\quad Area of all sequential standard cells & 110 µm² \\
\quad Logic area & 3100 µm² \\
\quad \# fillers & 766 \\
\quad Commonest cells after routing, fill and taps aside & 43 x sky130\_fd\_sc\_hd\_\_clkdlybuf4s50\_1, 43 x sky130\_fd\_sc\_hd\_\_buf\_4, 37 x sky130\_fd\_sc\_hd\_\_ha\_1 \\
\quad Util after Layout & 51.9\% \\
\quad Non-filler cells, final & 640 \\
\multicolumn{2}{l}{\textbf{Power}} \\
\quad Static leakage & 0.00180 µW \\
\quad Power Dens Cells & 125 nW/µm² \\
\quad Largest vdd supply drop & 0.0507 mV \\
\multicolumn{2}{l}{\textbf{Placement}} \\
\quad Final weighted congestion in routability-driven placement & 0.903 \\
\quad Count of placed standard cells including taps & 622 \\
\quad Post-place instance area & 4050 µm² \\
\quad Buffers on Ports & 43 \\
\quad Placed wire-length estimate & 6880 µm \\
\multicolumn{2}{l}{\textbf{Synth}} \\
\quad Primary flip-flop cell chosen by synthesis mapping & sky130\_fd\_sc\_hd\_\_dfxtp\_1 \\
\quad Average cell area after synthesis & 7.31 µm² \\
\quad Registers, synthesis & 5 \\
\quad Register share after synthesis & 3.25\% \\
\quad Mapped Cells & 463 \\
\quad Synth cell types & 84 \\
\quad Mapped Area & 3390 µm² \\
\quad Yosys Warn Count & 3 \\
\quad Main area contributors & sky130\_fd\_sc\_hd\_\_ha\_1 14\%, sky130\_fd\_sc\_hd\_\_o21ai\_0 4.9\%, sky130\_fd\_sc\_hd\_\_xnor2\_1 4.7\%, sky130\_fd\_sc\_hd\_\_a21oi\_1 4.3\%, sky130\_fd\_sc\_hd\_\_fa\_1 4.1\% \\
\quad Yosys chip area & 3390 µm² \\
\quad Number of cells in the yosys synthesis report & 463 \\
\quad Synth area leader & sky130\_fd\_sc\_hd\_\_ha\_1 \\
\quad Synth async-reset ratio & 0\% \\
\quad Proportion of netlist area held by the largest area contributor & 14.0\% \\
\quad Count of library flops with an enable pin & 1 \\
\multicolumn{2}{l}{\textbf{CTS}} \\
\quad Clock tree from TritonCTS & yes \\
\quad Clock latency on the worst-skew pair & 0.29 ns \\
\quad CTS clock-pin slew for the worst setup and hold paths & 0.03 ns \\
\quad Cts bufs inserted & 3 \\
\quad Buffer depth of the longest clock path & 2 \\
\quad H-tree level count & 1 \\
\quad CTS Root Buffer Type & sky130\_fd\_sc\_hd\_\_clkbuf\_8 \\
\multicolumn{2}{l}{\textbf{Die}} \\
\quad Die area & 8840 µm² \\
\quad Pre-Place Util & 41.2\% \\
\quad Die width & 94 µm \\
\quad Core Box Area & 8220 µm² \\
\quad Num ports & 57 \\
\quad Standard-cell rows & 33 \\
\quad DIE HEIGHT & 94 µm \\
\multicolumn{2}{l}{\textbf{Detailed routing}} \\
\quad Wire length reported by the detailed router & 8560 µm \\
\quad Routed vias & 3554 \\
\quad Post-detailed-route count of antenna-violating nets & 0 \\
\quad First-pass iteration count of the detailed router & 4 \\
\quad Final routed wire length divided by cell count & 13.4 µm \\
\quad Residual DRC count & 0 \\
\quad Post-DR vias/cell & 5.55 \\
\quad DRC violation total after the first TritonRoute iteration & 237 \\
\quad Number of antenna diodes & 0 \\
\multicolumn{2}{l}{\textbf{Global routing}} \\
\quad Total global routing overflow & 0 \\
\quad Met2 routing resource usage after global routing & 31.9\% \\
\quad Global routing met3 resource utilization & 0.988\% \\
\quad Global-route wire length before repair & 14600 µm \\
\quad Global routing's busiest layer & met1 \\
\quad GR met1 Demand/Resource & 32.2\% \\
\quad Pin count of the biggest net entering global routing & 26 \\
\quad Number of antenna violations at the first check in global routing & 0 \\
\quad GRT Util Overall & 20.3\% \\
\quad Number of global-route vias before repair & 3113 \\
\multicolumn{2}{l}{\textbf{Job}} \\
\quad MaxCap Viol Count & 0 \\
\quad Tally of OpenROAD warnings & 39 \\
\multicolumn{2}{l}{\textbf{Min path}} \\
\quad Worst Hold Class & register to register \\
\hline
\end{tabular}
-- layer usage --
layer	share of wire [%]	wire, µm
met1	51	4400
met2	45	3820
met3	3.7	320
met4	0.13	11
met5	0	0
-- worst max-delay path: cells and delay by family --
kind	cells	cell delay [ns]
compound gates	15	2.45
simple gates	16	3.03
fa+ha+maj	7	2.16
buf+inv	5	1.14
-- cell type report --
cell class              instances  share of cell area (%)
clock buffers                   5                    1.29
clock inverters                 5                   0.440
inverters                      28                    2.46
multi-input cells             407                    72.7
flip-flops and latches          5                    2.58
well taps                     105                    3.08
repair buffers                 85                    17.4
-- worst paths after layout --
path,start,to,slack [ns],depth (start not counted)
setup / recovery,y[9],memAddr[12],0.57,43
hold / removal,state[3],state[3],0.45,1
setup reg to reg,state[0],_pixelData[0],6.63,3
hold reg to reg,state[3],state[3],0.45,1
-- cell usage after synthesis, types with 3 or more instances --
library cell / n
sky130_fd_sc_hd__o21ai_1: 3
sky130_fd_sc_hd__nor2b_1: 8
sky130_fd_sc_hd__o21ai_0: 33
sky130_fd_sc_hd__nand4_1: 3
sky130_fd_sc_hd__o21bai_1: 3
sky130_fd_sc_hd__nand2_1: 24
sky130_fd_sc_hd__a31o_2: 3
sky130_fd_sc_hd__dfxtp_1: 4
sky130_fd_sc_hd__a21o_1: 13
sky130_fd_sc_hd__and3_1: 4
sky130_fd_sc_hd__xor2_1: 8
sky130_fd_sc_hd__nor3_1: 17
sky130_fd_sc_hd__o2bb2ai_1: 3
sky130_fd_sc_hd__a21oi_1: 29
sky130_fd_sc_hd__nand2b_1: 12
sky130_fd_sc_hd__and2_1: 10
sky130_fd_sc_hd__ha_1: 38
sky130_fd_sc_hd__xnor2_1: 18
sky130_fd_sc_hd__clkbuf_1: 12
sky130_fd_sc_hd__nor2_1: 31
sky130_fd_sc_hd__nor3_2: 4
sky130_fd_sc_hd__inv_1: 25
sky130_fd_sc_hd__buf_2: 4
sky130_fd_sc_hd__mux2i_1: 5
sky130_fd_sc_hd__o31ai_1: 3
sky130_fd_sc_hd__o211a_1: 3
sky130_fd_sc_hd__nor3b_1: 4
sky130_fd_sc_hd__a221oi_1: 3
sky130_fd_sc_hd__a31oi_1: 3
sky130_fd_sc_hd__o21a_1: 12
sky130_fd_sc_hd__nand3_1: 14
sky130_fd_sc_hd__mux2_2: 3
sky130_fd_sc_hd__or3_1: 3
sky130_fd_sc_hd__inv_2: 3
sky130_fd_sc_hd__or2_2: 4
sky130_fd_sc_hd__buf_4: 15
sky130_fd_sc_hd__o211ai_1: 8
sky130_fd_sc_hd__a211oi_1: 7
sky130_fd_sc_hd__fa_1: 7
-- cell families (layout without fill, tap and decap cells) --
family / after synthesis / count (layout) / share of synthesized area [%]
AND/OR/NAND/NOR: 160 / 160 / 26.6
XOR/XNOR: 27 / 27 / 7.21
buffers and inverters: 60 / 123 / 8.46
AND-OR/OR-AND: 153 / 153 / 31.8
multiplexers: 10 / 10 / 3.81
other: 1 / 10 / 0.111
adder cells (fa/ha/maj): 47 / 47 / 18.8
flip-flops: 5 / 5 / 3.25
-- registers in the layout, indices dropped and copies added, names as in the netlist --
register,flops
_pixelData,1
state,4
-- timing repair --
item | CTS | global route
pin swaps | 0 | 8
endpoints found under the setup margin | 1 | 5
hold buffers | 0 | 0
buffers inserted | 0 | 10
resized | 1 | 25
-- power breakdown --
part	leakage, µW	switching (µW)	internal, µW
Clock	0.0000550	11.0	24.2
Combinational	0.00170	230	257
Sequential	0.0000395	0	13.3
Total	0.00180	241	294
-- stage by stage --
| stage | total power, µW | setup slack, ns |
|---|---|---|
| after CTS | 524 | 0.0124 |
| after floorplan | 351 | 1.37 |
| after detailed placement | 493 | -0.0639 |
| final | 535 | 0.572 |
| after global routing | 606 | -0.0357 |
| after global placement | 491 | -0.0496 |
Power is estimated from default activity; no workload was simulated.
